File: design.v
module pixel_alu(
	input				clk,
	input[45:0]			instruction,
	input[31:0] 		x_coord,
	input[31:0]			y_coord,
	input[31:0]			f_number,
	output reg[11:0] 	output_value);
	localparam OP_AND = 0;
	localparam OP_XOR = 1;
	localparam OP_OR = 2;
	localparam OP_ADD = 3;
	localparam OP_SUB = 4;
	localparam OP_MUL = 5;
	localparam OP_SHL = 6;
	localparam OP_SHR = 7;
	localparam OP_MOV = 8;
	localparam OP_EQ = 9;
	localparam OP_NEQ = 10;
	localparam OP_GT = 11;
	localparam OP_GTE = 12;
	localparam OP_LT = 13;
	localparam OP_LTE = 14;
	localparam REG_X = 4'd4;
	localparam REG_Y = 4'd5;
	localparam REG_F = 4'd6;
	localparam REG_RESULT = 4'd7;
	reg[31:0] registers[0:3];
	wire[2:0] dest = instruction[45:43];
	wire[2:0] srca = instruction[42:40];
	wire[2:0] srcb = instruction[39:37];
	wire[3:0] operation = instruction[36:33];
	wire use_const = instruction[32];
	wire[31:0] const_val = instruction[31:0];
	reg[31:0] operand1;
	reg[31:0] operand2;
	reg[31:0] result;
	wire[31:0] difference;
	wire equal;
	wire less;
	integer i;
	initial
	begin
		output_value = 0;
		for (i = 0; i < 4; i = i + 1)
			registers[i] = 0;
	end
	always @*
	begin
		casez (srca)
			3'b0??: operand1 = registers[srca[1:0]];
			REG_X:   operand1 = x_coord;
			REG_Y:   operand1 = y_coord;
			REG_F:   operand1 = f_number;
			default: operand1 = 32'dX;
		endcase
		if (use_const)
			operand2 = const_val;
		else 
		begin
			casez (srcb)
				3'b0??: operand2 = registers[srcb[1:0]];
				REG_X:   operand2 = x_coord;
				REG_Y:   operand2 = y_coord;
				REG_F:   operand2 = f_number;
				default: operand2 = 32'dX;
			endcase
		end
	end
	assign difference = operand1 - operand2;
	assign equal = difference == 0;
	assign less = difference[31];	 
	always @*
	begin
		case (operation)
			OP_AND:  result = operand1 & operand2;
			OP_XOR:  result = operand1 ^ operand2;
			OP_OR:   result = operand1 | operand2;
			OP_ADD:  result = operand1 + operand2;
			OP_SUB:  result = difference;
			OP_MUL:  result = operand1 * operand2;
			OP_SHL:  result = operand1 << operand2;
			OP_SHR:  result = operand1 >> operand2;
			OP_MOV:  result = operand2;
			OP_EQ:   result = equal;
			OP_NEQ:  result = !equal;
			OP_GT:   result = !equal && !less;
			OP_GTE:  result = !less;
			OP_LT:   result = less;
			OP_LTE:  result = less || equal;
			default: result = 32'dX;
		endcase
	end
	always @(posedge clk)
	begin
		if (!dest[2])
			registers[dest[1:0]] <= result;
		if (dest == REG_RESULT)
			output_value <= { result[23:20], result[15:12], result[7:4] };
	end
endmodule
File: run.sh
#!/bin/bash
# OpenROAD 26Q1-2900-gdf79404cd8, Yosys 0.63+post, stock flow scripts
make -C /OpenROAD-flow-scripts/flow DESIGN_CONFIG=/design/flow/config.mk WORK_HOME=/design/flow/orfs finish
File: config.mk
export PLATFORM = sky130hd
export DESIGN_NAME = pixel_alu
export DESIGN_NICKNAME = pixel_alu
export VERILOG_FILES = /design/flow/design.v
export SDC_FILE = /design/flow/constraint.sdc
export NUM_CORES = 4
export LEC_CHECK = 1
export CORE_UTILIZATION = 40
File: constraint.sdc
current_design pixel_alu

set clk_period 25.7
set clk_io_pct 0.2

create_clock -name clk0 -period $clk_period [get_ports {clk}]

set non_clock_inputs [all_inputs -no_clocks]
set_input_delay [expr $clk_period * $clk_io_pct] -clock clk0 $non_clock_inputs
set_output_delay [expr $clk_period * $clk_io_pct] -clock clk0 [all_outputs]
==> flow_summary.ini <==
; flow metrics
[run_status]
status = finished, final reports clean

[flow_run]
warning_count = 88
drv_cap = 0

[synthesis]
synth-seq-cells = 140
topCellsByArea = fa_1 25%, edfxtp_1 13%, ha_1 8.4%
ys_top_cells_by_count = 507 x nor2_1, 492 x inv_1, 410 x fa_1
syn-cell-area_um2 = 32400
yosysTopAreaCellShare_pct = 25.4
ff_type = edfxtp_1
synth.distinct_cells = 103
postSynthSeqShare_pct = 13.0
edf_count = 140
yosys_warnings = 1
async_reset_ff_share_pct = 0
yosysChipArea_um2 = 32400
yosys_cells = 3874
netlist_instances = 3874
synth.most_common_cell = nor2_1
yosysTopAreaCell = fa_1
avgSynthCellArea_um2 = 8.35

[grt]
grt_pass1_vias = 30700
grt_max_degree = 66
gr-total-overflow = 0
antenna_found_initial = 6
grt_first_pass_wirelength_mm = 213
grt.total_usage_pct = 37.8

[critical_path]
cpMaxStageDelayCell = a211oi_1
crit_family = adder cells
rr_worst_depth = 27
cp_max_fo = 39
path_common_cell = fa_1
crit_required_ns = 25.86
critPathLaunch = instruction[37]
path_depth = 30
r2r_end = registers[2][29]
critical_path.endpoint = registers[2][29]
arrival_ns = 15.92
end_kind = flop
reg2reg_slack_ns = 15.83
r2r_start = registers[1][2]
slowest_delay_ns = 0.90
start_kind = primary input
path_buffers = 8
crit_type = primary input to flop

[layout]
area_delta_synth_final_pct = 10.4
seq_area_um2 = 4200
instances_no_fill = 4984
drive_above_1_share_pct = 7.02
mi_logic_area_um2 = 25300
postLayoutCoreUtil_pct = 44.9
fill_cells = 7768

[detailed_routing]
viasPerCell = 6.10
vias = 30400
drc_errors = 0
drt_wl_total_mm = 145
first_iter_violations = 2985
drtAntennaViolNets = 0
first_pass_iters = 6
post_drt_wl_per_cell_um = 29.1

[clock_tree]
cts_tree = yes
clock_sinks = 140
cts_made_buffers = 17
cts_htree_levels = 4
path_clk_slew_ns = 0.06
clockBufferDepth = 2
cts_root_buffer = clkbuf_16
cts_resized = 0
cts_setup_buffers = 0
cts_hold_buffers = 0
clk-insertion-delay-late_ns = 0.43

[final_timing]
rsz0062_at_grt = no
slew_headroom_pct = 23.3
tns_ns = 0
period_needed_ns = 15.76
fin_skew_ns = 0.0131
period_used_pct = 61.3
finalHoldViolCount = 0
max_freq_ghz = 0.0635
slew_violations = 0
final-setup-viol-count = 0
worst_slew_pin_slew_ns = 1.14

[die]
fp.dieArea_um2 = 82000
row_count = 103
io_pins = 155
core_area_um2 = 79500
fp.dieW_um = 286
fp_util_pct = 40.7
die_h_um = 286

[place]
routabilityCongestion = 1.10
portBuffers = 154
dpl.hpwl_mm = 113
place_inst = 4950

[min_path]
hp-class = flop to flop
worst min-delay path by stage:
stage | startpoint | to | slack [ns] | depth (start not counted)
4_1_cts | registers[0][31] | registers[0][31] | 1.40 | 6
5_1_grt | registers[0][31] | registers[0][31] | 1.48 | 6
6_report | registers[0][31] | registers[2][31] | 1.40 | 6
logic make-up (layout without fill, tap and decap cells):
family,Yosys count,in the layout,share of synthesized area (%)
muxes,205,205,6.90
AOI/OAI and AO/OA,830,830,17.6
adders and majority gates,628,628,33.8
other,0,3,0
buffers and inverters,759,816,9.26
DFF,140,140,13.0
xor gates and xnor gates,119,119,3.35
and+or+nand+nor,1193,1193,16.1
cells in the final DEF (no fill, tap or decap), types with 44 or more instances in the layout:
| master | count |
|---|---|
| o21ai_0 | 134 |
| edfxtp_1 | 140 |
| buf_4 | 127 |
| nand2b_1 | 53 |
| o22ai_1 | 51 |
| a21oi_1 | 226 |
| fa_1 | 410 |
| xnor2_1 | 90 |
| nor3_1 | 50 |
| clkdlybuf4s50_1 | 147 |
| ha_1 | 218 |
| o221ai_1 | 44 |
| inv_1 | 491 |
| nand2_1 | 383 |
| nor2_1 | 505 |
| mux2i_1 | 152 |
state kept, by name, summed over array words and instances (netlist names):
name / count
registers: 128
output_value: 12
layout make-up:
type,instances,share of cell area [%]
diodes,3,0.0210
clock buffers,18,1.20
clock inverters,13,0.431
inverters,507,5.33
multi-input cells,2975,70.7
flip-flops and latches,140,11.8
well taps,1050,3.68
repair buffers,278,6.84
stage by stage:
stage / hold slack [ns] / cell area [um^2] / setup slack [ns]
finish: 1.40 / 35700 / 9.94
global route: 1.48 / 35700 / 9.58
global placement: 1.36 / 35100 / 9.69
detailed placement: 1.37 / 35100 / 9.66
floorplan: 1.12 / 32400 / 11.34
CTS: 1.40 / 35700 / 10.10
worst reg2reg max path, stage by stage, from the launching register on:
cell      delay (ns)
edfxtp_1        0.43
mux2_2          0.30
a21oi_1         0.19
a31o_4          0.61
buf_4           0.57
nor2_1          0.18
fa_1            0.56
inv_1           0.05
fa_1            0.49
fa_1            0.45
fa_1            0.55
inv_1           0.05
fa_1            0.49
inv_1           0.06
fa_1            0.53
inv_1           0.05
fa_1            0.49
fa_1            0.42
ha_1            0.35
and3_1          0.21
o2111a_1        0.18
a41oi_1         0.20
a211oi_1        0.90
a41o_1          0.39
a41oi_1         0.21
a21boi_0        0.21
nor3_1          0.07
o32a_1          0.43
per-layer routing:
| layer | global-route usage, % | vias up | routed length, um |
|---|---|---|---|
| li1 | - | 13200 | - |
| met1 | 52.6 | 14900 | 57200 |
| met2 | 52.2 | 1859 | 60400 |
| met3 | 17.1 | 396 | 19200 |
| met4 | 16.3 | 2 | 8390 |
| met5 | 0 | - | 15 |
