--- run.sh ---
#!/bin/bash
# OpenROAD 26Q1-2900-gdf79404cd8, Yosys 0.63+post, stock flow scripts
make -C /OpenROAD-flow-scripts/flow DESIGN_CONFIG=/design/flow/config.mk WORK_HOME=/design/flow/orfs finish
--- config.mk ---
export PLATFORM = sky130hd
export DESIGN_NAME = TMDS_encoder
export DESIGN_NICKNAME = TMDS_encoder
export VERILOG_FILES = /design/flow/design.v
export SDC_FILE = /design/flow/constraint.sdc
export NUM_CORES = 4
export LEC_CHECK = 1
export CORE_AREA = 10 10 101 101
export DIE_AREA = 0 0 111 111
--- constraint.sdc ---
current_design TMDS_encoder

set clk_period 8.5
set clk_io_pct 0.2

create_clock -name clk0 -period $clk_period [get_ports {clk}]

set non_clock_inputs [all_inputs -no_clocks]
set_input_delay [expr $clk_period * $clk_io_pct] -clock clk0 $non_clock_inputs
set_output_delay [expr $clk_period * $clk_io_pct] -clock clk0 [all_outputs]
--- design.v ---
module HDMI_out(
  input  wire pixclk,
  input  wire pixclk_x5,
  input  wire [7:0] red, green, blue,
  input  wire vde, hSync, vSync,
  output wire [3:0] gpdi_dp, gpdi_dn
);
  wire [9:0] TMDS_red, TMDS_green, TMDS_blue;
  TMDS_encoder encode_R(.clk(pixclk), .VD(red  ), .CD(2'b00)        , .VDE(vde), .TMDS(TMDS_red));
  TMDS_encoder encode_G(.clk(pixclk), .VD(green), .CD(2'b00)        , .VDE(vde), .TMDS(TMDS_green));
  TMDS_encoder encode_B(.clk(pixclk), .VD(blue ), .CD({vSync,hSync}), .VDE(vde), .TMDS(TMDS_blue));
  reg [2:0] ctr_mod5 = 0;
  reg shift_ld = 0;
  always @(posedge pixclk_x5)
  begin
    shift_ld <= (ctr_mod5==4'd4);
    ctr_mod5 <= (ctr_mod5==4'd4) ? 4'd0 : ctr_mod5 + 4'd1;
  end
  reg [9:0] shift_R = 0, shift_G = 0, shift_B = 0, shift_C = 0;
  always @(posedge pixclk_x5)
  begin
    shift_R <= shift_ld ? TMDS_red   : shift_R[9:2];
    shift_G <= shift_ld ? TMDS_green : shift_G[9:2];
    shift_B <= shift_ld ? TMDS_blue  : shift_B[9:2];	
    shift_C <= shift_ld ? 10'h3e0    : shift_C[9:2];
  end
  ODDRX1F ddr3p( .Q(gpdi_dp[3]), .SCLK(pixclk_x5), .D0(shift_C[0]),  .D1(shift_C[1]),  .RST(0) );
  ODDRX1F ddr2p( .Q(gpdi_dp[2]), .SCLK(pixclk_x5), .D0(shift_R[0]),  .D1(shift_R[1]),  .RST(0) );
  ODDRX1F ddr1p( .Q(gpdi_dp[1]), .SCLK(pixclk_x5), .D0(shift_G[0]),  .D1(shift_G[1]),  .RST(0) );
  ODDRX1F ddr0p( .Q(gpdi_dp[0]), .SCLK(pixclk_x5), .D0(shift_B[0]),  .D1(shift_B[1]),  .RST(0) );
  ODDRX1F ddr3n( .Q(gpdi_dn[3]), .SCLK(pixclk_x5), .D0(~shift_C[0]), .D1(~shift_C[1]), .RST(0) );
  ODDRX1F ddr2n( .Q(gpdi_dn[2]), .SCLK(pixclk_x5), .D0(~shift_R[0]), .D1(~shift_R[1]), .RST(0) );
  ODDRX1F ddr1n( .Q(gpdi_dn[1]), .SCLK(pixclk_x5), .D0(~shift_G[0]), .D1(~shift_G[1]), .RST(0) );
  ODDRX1F ddr0n( .Q(gpdi_dn[0]), .SCLK(pixclk_x5), .D0(~shift_B[0]), .D1(~shift_B[1]), .RST(0) );
endmodule
module TMDS_encoder(
  input clk,        
  input [7:0] VD,   
  input [1:0] CD,   
  input VDE,        
  output reg [9:0] TMDS = 0
);
  reg  [3:0] dc_bias = 0;
  wire [3:0] ones = VD[0] + VD[1] + VD[2] + VD[3] + VD[4] + VD[5] + VD[6] + VD[7];
  wire       XNOR = (ones>4'd4) || (ones==4'd4 && VD[0]==1'b0);
  wire [8:0] dw;
  assign dw[8] = ~XNOR;
  assign dw[7] = dw[6] ^ VD[7] ^ XNOR;
  assign dw[6] = dw[5] ^ VD[6] ^ XNOR;
  assign dw[5] = dw[4] ^ VD[5] ^ XNOR;
  assign dw[4] = dw[3] ^ VD[4] ^ XNOR;
  assign dw[3] = dw[2] ^ VD[3] ^ XNOR;
  assign dw[2] = dw[1] ^ VD[2] ^ XNOR;
  assign dw[1] = dw[0] ^ VD[1] ^ XNOR;
  assign dw[0] = VD[0];
  wire [3:0] dw_disp = dw[0] + dw[1] + dw[2] + dw[3] + dw[4] + dw[5] + dw[6] + dw[7] + 4'b1100;
  wire       sign_eq = (dw_disp[3] == dc_bias[3]);
  wire [3:0] delta  = dw_disp - ({dw[8] ^ ~sign_eq} & ~(dw_disp==0 || dc_bias==0));
  wire       inv_dw = (dw_disp==0 || dc_bias==0) ? ~dw[8] : sign_eq;
  wire [3:0] dc_bias_d = inv_dw ? dc_bias - delta : dc_bias + delta;
  wire [9:0] TMDS_data = { inv_dw, dw[8], dw[7:0] ^ {8{inv_dw}} };
  wire [9:0] TMDS_code = CD[1] ? (CD[0] ? 10'b1010101011 : 10'b0101010100)
                               : (CD[0] ? 10'b0010101011 : 10'b1101010100);
  always @(posedge clk) TMDS    <= VDE ? TMDS_data : TMDS_code;
  always @(posedge clk) dc_bias <= VDE ? dc_bias_d : 0;
endmodule
==> impl_metrics.ini <==
; physical design summary
[synthesis]
syn-cell-area_mm2 = 0.00130
syn_area_per_cell_um2 = 9.64
yosysTopAreaCell = dfxtp_1
synth_cells = 135
ys_area_mm2 = 0.00130
ys_warn_count = 1
ys_seq_share_pct = 21.5
synth_flops = 14
ys_cells = 135
synth_top_area_share_pct = 21.5
synth.distinct_cells = 31
area_leaders = dfxtp_1 22%, fa_1 15%, xnor2_1 12%, ha_1 12%, inv_1 7.2%

[timing]
min_period_ns = 8.78
finalCritPeriodShare_pct = 103
setup-violations-final = 2
drv_slew = 0
clock.fmax_mhz = 114
finClkSkew_ns = 0.00310
setup_slack_ns = -0.277
finalHoldViolCount = 0
slew_headroom_pct = 34.0
worst_pin_slew_ns = 0.981
rsz0062_at_grt = true

[run]
drv_cap = 0
warnings = 30

[floorplan]
die_width_um = 111
die-height_um = 111
pin_count = 22
die_area_mm2 = 0.0123
row_count = 33
core_mm2 = 0.00813
initCoreUtil_pct = 16.0

[critical_path]
cp_slowest_cell = fa_2
path_class = in -> reg
worstPathArrival_ns = 8.94
rr_startpoint = dc_bias[3]
path_buffers = 5
crit_path_end_kind = flip-flop
cpMostUsedCell = fa_1
max_stage_delay_ns = 0.55
reg2reg_slack_ns = 5.45
required_ns = 8.67
critPathLaunchType = primary input
r2r_cells = 12
r2r-end = dc_bias[3]
cp_max_fo = 4
path_delay_family = adder cells

[hold_path]
hp-start = dc_bias[0]
hold_class = reg -> reg
whs_endpoint = dc_bias[0]
min_path_cells = 3

[clocking]
cts_root_buffer = clkbuf_8
cts_tree = yes
h-tree-depth = 1
clk_pin_slew_ns = 0.05
cts.sinks = 14
numCtsBuffers = 3
clock_path_buffers = 2
clk_latency_ns = 0.24

[drt]
post_drt_wl_per_cell_um = 9.04
vias = 1048
first_iter_violations = 14
diodes = 0
viasPerCell = 3.51
ant_nets = 0
drc = 0
wl_um = 2700
dr.pass1.iters = 4

[placement]
placed_area_mm2 = 0.00194
dp_hpwl_um = 2360
dpl_worst_slack_ns = -1.32
place_inst = 285
port-buffer-count = 21
gp_congestion = 0.788

[global_route]
grtUsageTotal_pct = 4.27
gr-usage-met2_pct = 6.25
met3_usage_pct = 1.42
grt_antenna_before_repair = 0
gr-total-overflow = 0
grt.busiest_layer = met2
use_met1_pct = 6.13
grt_max_degree = 11
grt_pass1_wl_um = 4630
first_global_vias = 1059

[status]
outcome = complete, but fails checks
violations = negative setup slack

[layout]
synthToLayoutAreaGrowth_pct = 64.5
design_area_mm2 = 0.00214
fin_cells = 299
fillers = 838
layout-drive-gt1-share_pct = 41.8
## how the worst max path moves through the flow
| stage | cells after the start | from | slack (ns) | endpoint |
|---|---|---|---|---|
| after CTS | 29 | VD[0] | -0.38 | dc_bias[3] |
| after global routing | 29 | VD[0] | -0.59 | dc_bias[3] |
| final | 31 | VD[3] | -0.28 | dc_bias[3] |
## synthesized netlist by cell type
library cell,number
xnor2_2,1
dfxtp_1,14
nor2b_1,1
mux2_2,1
xor2_1,7
xnor2_1,18
nand3_1,1
ha_1,12
o22a_1,1
xnor2_4,1
a21oi_1,8
and2_1,1
fa_1,10
nor2_1,7
o22ai_4,1
o21ai_0,5
nand2b_1,1
nor4_1,1
a21o_1,1
o221ai_2,1
inv_1,25
clkbuf_1,1
xnor3_1,1
or3_1,2
or2_2,2
o31ai_1,1
nor3b_1,2
nand2_1,5
xnor3_2,1
buf_4,1
a31oi_1,1
## tightest hold or removal path: stages, from the launching register on
cell and delay (ns):
dfxtp_1 0.31, inv_1 0.05, ha_1 0.12, nor2_1 0.04
## cell families after synthesis
family | share of synthesized area [%]
multiplexers | 0.865
AND-OR/OR-AND | 10.0
adder cells (fa/ha/maj) | 26.9
AND/OR/NAND/NOR | 8.85
flip-flops | 21.5
buffers and inverters | 8.08
XOR/XNOR | 23.8
## registers in the layout, summed over array words and instances, names as in the netlist
| signal | cells |
|---|---|
| TMDS | 10 |
| dc_bias | 4 |
## what timing repair did
action	in CTS	in global routing
buffers inserted	8	4
pin swaps	18	10
hold buffers	0	0
gates resized	29	6
endpoints found under the hold margin	0	0
endpoints found under the setup margin	11	3
## placed cells by master, fill, tap and decap left out, types with 4 or more instances in the layout
cell type | netlist | layout
clkdlybuf4s50_1 | 0 | 18
xnor2_1 | 18 | 13
a21oi_1 | 8 | 6
buf_6 | 0 | 5
clkbuf_8 | 0 | 4
fa_1 | 10 | 7
ha_1 | 12 | 7
xor2_1 | 7 | 6
buf_4 | 1 | 32
dfxtp_1 | 14 | 14
xnor2_2 | 1 | 5
inv_1 | 25 | 20
nor2_1 | 7 | 6
o21ai_0 | 5 | 5
## final cells by class
class	instances	area, um^2	share of cell area, %
tap	105	131	6.14
clock buffer	4	55.1	2.57
sequential	14	280	13.1
inverter	25	100	4.68
multi-input combinational	94	1080	50.3
timing repair buffer	57	497	23.2
## stage by stage
| step | hold slack (ns) | TNS (ns) | utilization [%] |
|---|---|---|---|
| after floorplan | 0.531 | -0.664 | - |
| after global placement | 0.543 | -4.77 | 23.8 |
| after detailed placement | 0.547 | -5.79 | 23.8 |
| after CTS | 0.565 | -0.672 | 25.8 |
| after global routing | 0.630 | -1.11 | 26.3 |
| final | 0.563 | -0.292 | 26.3 |
## per-layer routing
layer,share of wire (%),up-vias
met5,0,-
met1,51,478
met3,7.1,2
met4,0.92,0
met2,41,22
li1,-,546
