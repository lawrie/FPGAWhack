===== design/flow/design.v =====
module pixel_fifo
	#(parameter NUM_PIXELS = 16,
	parameter PIXEL_WIDTH = 16,
	parameter VALUE_IN_WIDTH = NUM_PIXELS * PIXEL_WIDTH)
	(input clk,
	input reset,
	output reg almost_empty,
	output reg empty,
	input enqueue,
	input[VALUE_IN_WIDTH - 1:0] value_in,
	input dequeue,
	output[PIXEL_WIDTH - 1:0] value_out);
	localparam COUNT_WIDTH = $clog2(NUM_PIXELS) + 1;
	reg[PIXEL_WIDTH - 1:0] data[0:NUM_PIXELS - 1];
	reg[COUNT_WIDTH - 1:0] element_count;
	assign value_out = data[0];
	integer i;
	initial
	begin
		empty = 1;
		almost_empty = 1;
		element_count = 0;
		for (i = 0; i < NUM_PIXELS; i = i + 1)
			data[i] = 0;
	end
	always @(posedge clk, posedge reset)
	begin
		if (reset)
		begin
			element_count <= 0;
			almost_empty <= 0;
			empty <= 1;
			for (i = 0; i < NUM_PIXELS; i = i + 1)
				data[i] = 0;
		end
		else if (enqueue)
		begin
			element_count <= NUM_PIXELS;
			almost_empty <= 0;
			empty <= 0;
			for (i = 0; i < NUM_PIXELS; i = i + 1)
				data[i] <= value_in >> (i * PIXEL_WIDTH);
		end
		else if (dequeue)
		begin
			if (element_count == 1)
			begin
				empty <= 1;
				almost_empty <= 0;
			end
			else if (element_count == 2)
				almost_empty <= 1;
			if (element_count != 0)
				element_count <= element_count - 1;
			for (i = 0; i < NUM_PIXELS - 1; i = i + 1)
				data[i] <= data[i + 1];
		end
	end
endmodule

===== design/flow/run.sh =====
#!/bin/bash
# OpenROAD 26Q1-2900-gdf79404cd8, Yosys 0.63+post, stock flow scripts
make -C /OpenROAD-flow-scripts/flow DESIGN_CONFIG=/design/flow/config.mk WORK_HOME=/design/flow/orfs finish

===== design/flow/constraint.sdc =====
current_design pixel_fifo

set clk_period 1.7
set clk_io_pct 0.2

create_clock -name clk0 -period $clk_period [get_ports {clk}]

set non_clock_inputs [all_inputs -no_clocks]
set_input_delay [expr $clk_period * $clk_io_pct] -clock clk0 $non_clock_inputs
set_output_delay [expr $clk_period * $clk_io_pct] -clock clk0 [all_outputs]

===== design/flow/config.mk =====
export PLATFORM = sky130hd
export DESIGN_NAME = pixel_fifo
export DESIGN_NICKNAME = pixel_fifo
export VERILOG_FILES = /design/flow/design.v
export SDC_FILE = /design/flow/constraint.sdc
export NUM_CORES = 4
export LEC_CHECK = 1
export CORE_UTILIZATION = 40

==> results.py <==
# Auto-generated metrics
metrics = {
    "cells_and_area": {
        "final.fill_count": 2555,
        "utilization_pct": 55.3,
        "final_layout_size_suffix_gt1_share_pct": 9.19,
        "instances_no_fill": 1808,
        "areaGrowthSynthToFinish_pct": 35.3,
    },
    "routing": {
        "first_pass_iters": 4,
        "vias": 8883,
        "avgRoutedWirePerCell_um": 16.4,
        "via_per_inst": 4.91,
        "route.antenna.remaining_nets": 0,
        "initialDrtViolationCount": 481,
        "drt_wl_total_um": 29600,
        "drc": 0,
    },
    "placement": {
        "setup_ws_pre_cts_ns": 0.297,
        "routabilityCongestion": 0.817,
        "place_inst": 1738,
        "dpl.hpwl_um": 21200,
        "place.port_buffers": 277,
    },
    "timing": {
        "tightest_slew_ns": 0.344,
        "timing.final.crit_share_pct": 93.9,
        "slew_headroom_pct": 77.1,
        "report.final.slew_viol_count": 0,
        "rsz0062_at_grt": "no",
        "post_layout_minimum_cycle_time_ns": 1.60,
        "timing_hold_violations_final": 0,
        "final_number_of_setup_violating_endpoints": 0,
        "clock_skew_ns": 0.0123,
        "setup_slack_ns": 0.103,
        "fmax_ghz": 0.626,
        "final.hold.worst_slack_ns": 0.142,
    },
    "die": {
        "floorplan.core_area_mm2": 0.0297,
        "die_x_um": 176,
        "die-height_um": 176,
        "standard_cell_rows": 63,
        "dieArea_mm2": 0.0310,
        "floorplanUtilization_pct": 40.8,
        "design.portCount": 278,
    },
    "clock_tree": {
        "clock-sinks": 263,
        "clock_path_buffers": 3,
        "cts_max_level": 1,
        "worstSkewPairLatency_ns": 0.54,
        "tritoncts_clock_tree": "built",
        "total_cts_buffers": 29,
        "worst_setup_hold_path_clk_slew_ns": 0.06,
        "cts_root_buffer": "sky130_fd_sc_hd__clkbuf_16",
    },
    "worst_setup_path": {
        "critical_path.max_fanout": 2,
        "reg2reg_to": "element_count[1]$_DFFE_PP0P_",
        "buf_inv_stages_crit_path": 1,
        "crit_path_end": "empty",
        "critical_path_start_type": "register",
        "timing.critical_path.cells": "dlygate4sd2_1",
        "worst_path_dominant_cell_family": "flip-flops",
        "crit_required_ns": 1.36,
        "critical_path.startpoint": "empty$_DFFE_PP1P_",
        "timing.critical_path.slowest_cell_delay_ns": 0.53,
        "timing_worst_setup_path_type": "reg2out",
        "worstSetupEndpointType": "output port",
        "critical-path-slowest-cell": "sky130_fd_sc_hd__dfstp_2",
        "worst_r2r_path_depth": 4,
        "reg2reg_setup_slack_ns": 0.30,
        "signal_arrival_time_at_the_worst_endpoint_ns": 1.26,
        "regToRegStartpoint": "element_count[0]$_DFFE_PP0P_",
        "critical_path_cell_count": 1,
    },
    "power": {
        "total_leakage_power_nw": 7.61,
        "total_power_mw": 15.7,
        "peakVddDrop_v": 0.000693,
        "powerDensity_mw_per_mm2": 959,
    },
    "status": {
        "outcome": "finished, final reports clean",
    },
    "global_route": {
        "largest_net_degree_at_the_start_of_global_routing": 62,
        "via_count_of_the_first_global_routing_pass": 8940,
        "grt_antenna_before_repair": 5,
        "wire_length_of_the_first_global_routing_pass_um": 47700,
        "grt_remaining_overflow": 0,
        "globalRouteTotalUtil_pct": 20.3,
    },
    "synthesis": {
        "yosysChipArea_mm2": 0.0121,
        "seq_area_frac_synth_pct": 54.2,
        "post_synth.cell_area_avg_um2": 10.9,
        "synthesis.yosys.warnings": 2,
        "yosys_cells": 1112,
        "post_synth_instance_area_mm2": 0.0121,
        "post_synth_num_cell_types": 25,
        "synthCells": 1112,
        "synth-seq-cells": 263,
    },
    "job": {
        "tool_warnings": 28,
        "cap_violations": 0,
    },
    "worst_hold_path": {
        "min-delay-path-class": "in2reg",
    },
}
==> power by group <==
part	leakage (nW)	internal [mW]	switching (mW)	total, mW
clock	0.468	3.59	2.51	6.10
combinational	3.95	1.35	0.965	2.32
sequential	3.19	6.92	0.417	7.33
total	7.61	11.9	3.89	15.7
==> area by class of cell <==
class | instances | area [um2] | share of cell area, %
flip-flops and latches | 263 | 6580 | 40.1
multi-input cells | 762 | 4880 | 29.7
repair buffers | 334 | 3510 | 21.4
clock buffers | 41 | 841 | 5.12
well taps | 390 | 488 | 2.97
clock inverters | 12 | 98.8 | 0.602
inverters | 3 | 15.0 | 0.0914
diodes | 3 | 7.51 | 0.0457
==> how the worst min path moves through the flow <==
stage / to / slack (ns) / from / cells after the start
6_report: almost_empty$_DFFE_PP0P_ / 0.14 / dequeue / 2
4_1_cts: almost_empty$_DFFE_PP0P_ / 0.12 / dequeue / 2
5_1_grt: almost_empty$_DFFE_PP0P_ / 0.14 / dequeue / 2
==> cells by family (layout without fill, tap and decap cells) <==
logic type	Yosys count	after routing	synth area share (%)
flops	263	263	54.2
simple gates	253	253	8.04
compound gates	248	248	10.4
mux	258	258	21.5
fa+ha+maj	3	3	0.309
other cells	0	3	0
buf+inv	87	390	5.59
==> metal layers <==
layer / wire [um] / vias up / GRT usage, %
li1: - / 4442 / -
met1: 13600 / 4165 / 32.2
met2: 13400 / 223 / 30.3
met3: 1820 / 47 / 3.78
met4: 690 / 6 / 4.46
met5: 39 / - / 0
==> metrics by stage <==
stage	setup TNS, ns	cell area (um2)
after floorplan	-553.67	12100
after global placement	0	15400
after detailed placement	0	15400
after CTS	0	16400
after global routing	0	16400
final	0	16400
==> registers in the layout, summed over array words and instances (netlist names) <==
signal         count
almost_empty       1
element_count      5
empty              1
data             256
==> timing repair <==
action	CTS	global route
hold buffers	0	0
resized	12	6
setup buffers	11	3
setup endpoints to repair	18	6
==> Yosys cell counts <==
| master | count | area [um2] |
|---|---|---|
| sky130_fd_sc_hd__dfrtp_1 | 262 | 6560 |
| sky130_fd_sc_hd__nand2_1 | 242 | 908 |
| sky130_fd_sc_hd__mux2i_1 | 240 | 2400 |
| sky130_fd_sc_hd__o21ai_0 | 240 | 1200 |
| sky130_fd_sc_hd__clkbuf_1 | 47 | 176 |
| sky130_fd_sc_hd__buf_8 | 24 | 360 |
| sky130_fd_sc_hd__mux2_2 | 18 | 203 |
| sky130_fd_sc_hd__nor2_1 | 6 | 22.5 |
| sky130_fd_sc_hd__buf_2 | 5 | 25.0 |
| sky130_fd_sc_hd__buf_12 | 3 | 60.1 |
| sky130_fd_sc_hd__buf_4 | 3 | 22.5 |
| sky130_fd_sc_hd__ha_1 | 3 | 37.5 |
| sky130_fd_sc_hd__inv_1 | 3 | 11.3 |
| sky130_fd_sc_hd__a21oi_1 | 2 | 10.0 |
| sky130_fd_sc_hd__a31oi_1 | 2 | 12.5 |
| sky130_fd_sc_hd__buf_6 | 2 | 22.5 |
| sky130_fd_sc_hd__nand2b_1 | 2 | 12.5 |
| sky130_fd_sc_hd__a21boi_2 | 1 | 11.3 |
| sky130_fd_sc_hd__a311oi_1 | 1 | 8.76 |
| sky130_fd_sc_hd__a31o_2 | 1 | 8.76 |
| sky130_fd_sc_hd__dfstp_2 | 1 | 26.3 |
| sky130_fd_sc_hd__nand4bb_1 | 1 | 11.3 |
| sky130_fd_sc_hd__nor3_1 | 1 | 5.00 |
| sky130_fd_sc_hd__nor3_4 | 1 | 16.3 |
| sky130_fd_sc_hd__o31ai_1 | 1 | 7.51 |
==> placed cells by master, fill, tap and decap left out, drive strengths merged <==
cell,synthesis,final
o21ai,240,240
mux2i,240,240
nor3,2,2
dlymetal6s2s,0,6
clkinvlp,0,2
bufinv,0,1
a31oi,2,2
buf,37,59
a21oi,2,2
nand4bb,1,1
a31o,1,1
inv,3,3
clkdlybuf4s50,0,257
nand2,242,242
clkbuf,47,41
nor2,6,6
nand2b,2,2
o31ai,1,1
dlygate4sd2,0,12
dfrtp,262,262
mux2,18,18
a21boi,1,1
diode,0,3
clkinv,0,9
ha,3,3
dfstp,1,1
a311oi,1,1
No activity file was given, so power comes from the tool's default toggle rates.
